==> ./design.v <==
`timescale 1ns / 1ns
module CPU (
    input [15:0] inst,
    input clk,
    input enable,
    input [15:0] data_in_memory,
    output reg read_write_memory,
    output reg [15:0] data_out_memory,
    output reg [8:0] addr,
    output reg [7:0] PC
);
    reg Z = 0, N = 0, C = 0;
    reg [15:0] register_A;
  	reg [15:0] register_B;
    reg [15:0] register_temp = 0;
    reg TempBranch;  
    reg [7:0] carry_matrix = 8'b11010100; 
    initial begin
      	register_A = 0;
      	register_B = 0;
        PC = 0;
    end
    always @(posedge clk) begin
        if(enable == 1'b1) begin
            PC = PC + 1;
            register_temp = register_A;
            case(inst[15:12])
                4'b0010:  
                begin
                    if(inst[11]) begin
                        register_B = register_B + inst[7:0];
                    end
                    else begin
                        register_A = register_A + inst[7:0];
                    end
                    Z = register_A == 0;
                    N = register_A[15];
                    C = carry_matrix[{register_temp[15], register_B[15], register_A[15]}];
                end
                4'b0100:  
                begin
                    register_A = register_A + register_B;
                    Z = register_A == 0;
                    N = register_A[15];
                    C = carry_matrix[{register_temp[15], register_B[15], register_A[15]}];
                end
                4'b0101:  
                begin
                    register_A = register_A - register_B;
                    Z = register_A == 0;
                    N = register_A[15];
                    C = carry_matrix[{register_temp[15], register_B[15], register_A[15]}];
                end
                4'b0110:  
                begin
                    register_A = register_A | register_B;
                    Z = register_A == 0;
                    N = register_A[15];
                    C = carry_matrix[{register_temp[15], register_B[15], register_A[15]}];
                end
                4'b0111:  
                begin
                    register_A = register_A & register_B;
                    Z = register_A == 0;
                    N = register_A[15];
                    C = carry_matrix[{register_temp[15], register_B[15], register_A[15]}];
                end
                4'b1000:  
                begin
                    register_A = register_A ^ register_B;
                    Z = register_A == 0;
                    N = register_A[15];
                    C = carry_matrix[{register_temp[15], register_B[15], register_A[15]}];
                end
                4'b1001:  
                begin
                    C = register_A[0];
                    register_A = {1'b0, register_A[15:1]};
                end
                4'b1010:  
                begin
                    register_B = register_A;
                end
                4'b1011:  
                begin
                    register_A = register_B;
                    register_B = register_temp;
                end
                4'b1100:  
                begin
                    register_temp = register_A - register_B;
                    Z = register_temp == 0;
                    N = register_temp[15];
                    C = carry_matrix[{register_A[15], register_B[15], register_temp[15]}];
                end
                4'b1101:  
                begin
                    Z = inst[10] ? 1 : Z;
                    N = inst[9] ? 1 : N;
                    C = inst[8] ? 1 : C;
                end
                4'b1110:  
                begin
                    Z = inst[10] ? 0 : Z;
                    N = inst[9] ? 0 : N;
                    C = inst[8] ? 0 : C;
                end
                4'b0000:  
                begin
                    if(inst[11]) begin
                        if(inst[10]) begin
                        register_B = inst[9] ? {inst[7:0], 8'b00000000} : {8'b00000000, inst[7:0]};
                        end
                        else begin
                            read_write_memory = 0;
                            addr = inst[8:0];
                            #3
                            register_B = data_in_memory;
                        end
                    end
                    else begin
                        if(inst[10]) begin
                        register_A = inst[9] ? {inst[7:0], 8'b00000000} : {8'b00000000, inst[7:0]};
                        end
                        else begin
                            read_write_memory = 0;
                            addr = inst[8:0];
                            #3
                            register_A = data_in_memory;
                        end
                    end
                end
                4'b0001:  
                begin
                    read_write_memory = 1;
                    addr = inst[8:0];
                    data_out_memory = inst[11] ? register_B : register_A;
                end
                4'b0011:  
                begin
                    TempBranch = 0;
                    if (inst[11] == 0) begin
                        if (inst[10] == Z |
                        inst[9] == N |
                        inst[8] == C) begin
                        TempBranch = 1;
                        end
                        else
                        if (inst[10] == 0 &&
                            inst[9] == 0 &&
                            inst[8] == 0)begin
                            TempBranch = 1;
                        end
                    end
                    else begin
                        if ((inst[10] == 1 && Z == 0) |
                            (inst[9] == 1 && N == 0) |
                            (inst[8] == 1 && C == 0)) begin
                            TempBranch = 1;
                        end
                        if (inst[10] == 1 &&
                            inst[9] == 1 &&
                            inst[8] == 1) begin
                            TempBranch = 1;
                        end
                    end
                    if (TempBranch == 1) begin
                    PC = inst[7:0];
                    end
                end
            endcase
        end
    end
endmodule
==> ./run.sh <==
#!/bin/bash
# OpenROAD 26Q1-2900-gdf79404cd8, Yosys 0.63+post, stock flow scripts
make -C /OpenROAD-flow-scripts/flow DESIGN_CONFIG=/design/flow/config.mk WORK_HOME=/design/flow/orfs finish
==> ./config.mk <==
export PLATFORM = sky130hd
export DESIGN_NAME = CPU
export DESIGN_NICKNAME = CPU
export VERILOG_FILES = /design/flow/design.v
export SDC_FILE = /design/flow/constraint.sdc
export NUM_CORES = 4
export LEC_CHECK = 1
export CORE_UTILIZATION = 30
==> ./constraint.sdc <==
current_design CPU

set clk_period 5.9
set clk_io_pct 0.2

create_clock -name clk0 -period $clk_period [get_ports {clk}]

set non_clock_inputs [all_inputs -no_clocks]
set_input_delay [expr $clk_period * $clk_io_pct] -clock clk0 $non_clock_inputs
set_output_delay [expr $clk_period * $clk_io_pct] -clock clk0 [all_outputs]
==> results.toml <==
# implementation run metrics
[placement]
dpl.hpwl_um = 21490
placed_cell_area_mm2 = 0.008341
finalWeightedCongestion = 1.014
pre_cts_slack_ns = 1.162
portBuffers = 67

[run_status]
run_status = "finished clean"

[layout]
design_area_mm2 = 0.008646
final-seq-area_mm2 = 0.002072
multi_input_comb_area_mm2 = 0.004846
area_delta_synth_final_pct = 17.92
layout.cells.most_common = "sky130_fd_sc_hd__nand2_1"
final_layout_size_suffix_gt1_share_pct = 5.978
final_util_pct = 36.40
layout_filler_cell_count = 2404
mostFrequentLayoutCells = "sky130_fd_sc_hd__nand2_1, sky130_fd_sc_hd__ha_1, sky130_fd_sc_hd__edfxtp_1, sky130_fd_sc_hd__clkdlybuf4s50_1, sky130_fd_sc_hd__a21oi_1"

[logic_synthesis]
synth_area_per_cell_um2 = 8.447
post_synth_tally_of_flip_flops_with_integrated_enable = 69
netlist-cell-type-count = 78
postSynth.asyncResetShare_pct = 0
synth-main-ff-cell = "sky130_fd_sc_hd__edfxtp_1"
synth_area_mm2 = 0.007332
yosysWarnings = 1
ys_ff = 69
syn_inst = 868
ys_seq_share_pct = 28.26
synth.yosys.chip_area_mm2 = 0.007332
synth_stat.cells = 868

[final_timing]
rsz0062_at_grt = "false"
timing.final.max_slew_violations = 0
final_period_minus_worst_setup_slack_ns = 4.475
min_period_over_period_pct = 75.85
setup_ws_ns = 1.425
tightest_slew_ns = 0.8115
clock.fmax_mhz = 223.5
finalSetupViolations = 0
setup_tns_ns = 0
timing.slew.headroom_pct = 45.70
final.setup_skew_ns = 0.009609
hold_violation_total_from_the_final_report = 0

[drt]
wl_met3_um = 2246
drt.antenna.violating_nets = 0
avgViaCountPerCell = 5.831
wl_met2_um = 12170
antennaDiodeCount = 0
wl_per_cell_um = 22.45
drc_errors = 0
route.final.wire_length_um = 27810
wl_met1_um = 12590
routed.top_layer = "met4"
total_via_count_after_detailed_routing = 7225
firstDrtPassIters = 5
dr.first_iter.drc_count = 706

[global_route]
grt_usage_pct = 23.63
grt_max_degree = 43
grt_pass1_wl_um = 42470
total_congestion_overflow_after_global_routing = 0
first_global_vias = 6933
grt_antenna_before_repair = 0

[worst_setup_path]
worstPathRequired_ns = 5.98
slowest_delay_ns = 0.87
cp_max_fo = 18
timing.critical_path.from_type = "input pin"
setup.worst_path.end_class = "register"
timing.critical_path.slowest_stage_cell = "sky130_fd_sc_hd__clkdlybuf4s50_1"
timing_worst_setup_path_type = "input pin to register"
timing.critical_path.cells = "clkdlybuf4s50_1 -> clkinv_1 -> nor2_1 -> and3_1 -> a221oi_1 -> a22oi_1 -> a2111oi_2 -> nor4_1 -> a221oi_2"
arrival_time_at_the_worst_endpoint_ns = 4.55

[power_and_ir_drop]
ir_worst_vdd_v = 0.0001205
power_density_mw_per_mm2 = 208.0
static_leakage_uw = 0.003218

[clock_network]
library_cell_used_as_clock_root_buffer = "sky130_fd_sc_hd__clkbuf_16"
postCtsSetupBuffers = 0
cts_max_path_buffers = 2
clock-sinks = 69
cts_tree = "yes"
cts_resized = 0
htree_num_levels = 3
postCtsHoldBufs = 0
clock_latency_ns = 0.34
clk_transition_reported_paths_ns = 0.07
cts_buffers = 9

[die]
floorplan.core_util_pct = 30.87
core-area_mm2 = 0.02375
die_width_um = 158.3
die_area_mm2 = 0.02507
std_cell_rows = 56
die_h_um = 158.3
floorplan.io_pins = 68

[worst_hold_path]
min_delay_worst_type = "register to register"

[run]
openroad.warnings = 59
drv_cap = 0
-- synthesized netlist by cell type (all sizes together), types with 8 or more instances --
library cell / number / area [um2]
xor2: 14 / 122.6
xnor2: 44 / 385.4
nor3: 23 / 120.1
clkbuf: 33 / 125.1
o21ai: 50 / 254.0
a21o: 12 / 90.09
nand2b: 8 / 50.05
nor4: 18 / 112.6
a22o: 9 / 78.83
o21a: 8 / 60.06
a21oi: 66 / 334.1
ha: 70 / 875.8
a2111oi: 11 / 103.9
o211ai: 9 / 72.57
a22oi: 25 / 187.7
nand4: 9 / 56.30
a221oi: 12 / 111.4
o21bai: 9 / 67.56
edfxtp: 69 / 2072
inv: 55 / 206.4
nand2: 90 / 340.3
nand3: 25 / 130.1
a31oi: 9 / 56.30
a211oi: 12 / 102.6
a221o: 14 / 140.1
buf: 17 / 86.33
nor2: 61 / 229.0
-- registers in the layout, summed over array words and instances, names as in the netlist --
name               cells
read_write_memory      1
addr                   9
N                      1
Z                      1
register_A            16
data_out_memory       16
PC                     8
C                      1
register_B            16
-- per-layer routing --
layer  vias up  track usage, %
met2       310           34.73
met4         0           6.456
met3        43           4.461
met1      3487           35.95
li1       3385               -
met5         -               0
-- worst max-delay path, delay by kind of cell --
kind	cells	cell delay [ns]
AND/OR/NAND/NOR	3	1.49
buffers and inverters	2	1.29
AND-OR/OR-AND	4	0.59
-- cell type report --
class | instances | area share [%]
repair buffers | 86 | 9.407
clock inverters | 7 | 0.9262
clock buffers | 9 | 2.605
well taps | 319 | 4.617
multi-input cells | 693 | 56.05
flip-flops and latches | 69 | 23.97
inverters | 56 | 2.431
-- through the flow --
step           total power (uW)  std cells  hold slack [ns]
2_1_floorplan              1020        868           0.5923
3_3_place_gp               1228       1223           0.6549
3_5_place_dp               1222       1223           0.6767
4_1_cts                    1800       1239           0.6908
5_1_grt                    1887       1239           0.7182
6_report                   1798       1239           0.6829
-- path summary, 6_finish.rpt --
check	from	endpoint	slack [ns]	depth (start not counted)
min	register_B[2]	data_out_memory[2]	0.68	2
max	inst[14]	C	1.42	9
max reg2reg	register_A[1]	C	2.11	11
min reg2reg	register_B[2]	data_out_memory[2]	0.68	2
-- cell families after synthesis --
kind of cell / count (synthesis) / share of synthesized area (%)
buffers and inverters: 106 / 5.751
adder cells (fa/ha/maj): 74 / 13.04
AND-OR/OR-AND: 295 / 28.64
AND/OR/NAND/NOR: 264 / 17.12
flip-flops: 69 / 28.26
XOR/XNOR: 58 / 6.928
multiplexers: 2 / 0.2730
-- where the power goes --
| part | internal (uW) | switching, uW | leakage, uW |
|---|---|---|---|
| clock network | 334 | 237 | 0.000143 |
| registers | 579 | 46.2 | 0.000640 |
| logic | 240 | 362 | 0.00243 |
Power figures rest on the tool's default switching activity, not on a simulated workload.
